## flow/config.mk

```make
export PLATFORM = sky130hd
export DESIGN_NAME = Q18bitcomp
export DESIGN_NICKNAME = Q18bitcomp
export VERILOG_FILES = /design/flow/design.v
export SDC_FILE = /design/flow/constraint.sdc
export NUM_CORES = 4
export LEC_CHECK = 1
export CORE_AREA = 10 10 70 70
export DIE_AREA = 0 0 80 80
```

## flow/constraint.sdc

```tcl
current_design Q18bitcomp

set clk_period 2.4
set clk_io_pct 0.2

create_clock -name clk0 -period $clk_period

set non_clock_inputs [all_inputs -no_clocks]
set_input_delay [expr $clk_period * $clk_io_pct] -clock clk0 $non_clock_inputs
set_output_delay [expr $clk_period * $clk_io_pct] -clock clk0 [all_outputs]
```

## flow/design.v

```verilog
`timescale 1ns/1ns
module Q18bitcomp(input [7:0] A,B, output LT,EQ,GT);
   wire l,e,g;
   wire[6:0] lt,eq,gt;
   assign{l,e,g}=3'b010;
   Q1onebitcomp G1(.a(A[0]),.b(B[0]),.l(l),.e(e),.g(g),.lt(lt[0]),.eq(eq[0]),.gt(gt[0])),
                G2(.a(A[1]),.b(B[1]),.l(lt[0]),.e(eq[0]),.g(gt[0]),.lt(lt[1]),.eq(eq[1]),.gt(gt[1])),
                G3(.a(A[2]),.b(B[2]),.l(lt[1]),.e(eq[1]),.g(gt[1]),.lt(lt[2]),.eq(eq[2]),.gt(gt[2])),
                G4(.a(A[3]),.b(B[3]),.l(lt[2]),.e(eq[2]),.g(gt[2]),.lt(lt[3]),.eq(eq[3]),.gt(gt[3])),
                G5(.a(A[4]),.b(B[4]),.l(lt[3]),.e(eq[3]),.g(gt[3]),.lt(lt[4]),.eq(eq[4]),.gt(gt[4])),
                G6(.a(A[5]),.b(B[5]),.l(lt[4]),.e(eq[4]),.g(gt[4]),.lt(lt[5]),.eq(eq[5]),.gt(gt[5])),
                G7(.a(A[6]),.b(B[6]),.l(lt[5]),.e(eq[5]),.g(gt[5]),.lt(lt[6]),.eq(eq[6]),.gt(gt[6])),
                G8(.a(A[7]),.b(B[7]),.l(lt[6]),.e(eq[6]),.g(gt[6]),.lt(LT),.eq(EQ),.gt(GT));
endmodule
 `timescale 1ns/1ns
module Q1onebitcomp(input a ,b ,l,e,g, output lt,eq,gt);
   assign{lt,eq,gt}=(a>b) ? 3'b001:
                    (a<b) ? 3'b100:
                    (a==b) ? {l,e,g} : 3'bx;
endmodule
```

## flow/run.sh

```bash
#!/bin/bash
# OpenROAD 26Q1-2900-gdf79404cd8, Yosys 0.63+post, stock flow scripts
make -C /OpenROAD-flow-scripts/flow DESIGN_CONFIG=/design/flow/config.mk WORK_HOME=/design/flow/orfs finish
```

==> flow_metrics.env <==
# flow metrics
export IMPL_p_seq_frac=0
export IMPL_num_rows=21
export IMPL_io_buffer_count=19
export IMPL_antenna_found_initial=0
export IMPL_switching_share=0.4225
export IMPL_track_usage=0.04087
export IMPL_peakVddDrop_v=0.00005071
export IMPL_worst_pin_slew_ns=0.2235
export IMPL_cts_setup_buffers=0
export IMPL_viasPerCell=3.583
export IMPL_tool_warnings=40
export IMPL_io_pins=19
export IMPL_syn_inst=61
export IMPL_hp_start="B[5]"
export IMPL_fin_crit_sh=0.9675
export IMPL_power_frac_comb=1.000
export IMPL_grt_max_degree=6
export IMPL_place_ws_ns=-0.4375
export IMPL_whs_endpoint="GT"
export IMPL_drt_initial_drc_count=8
export IMPL_antennaDiodeCount=0
export IMPL_fin_cells=132
export IMPL_hpwlAfterDp_um=1100
export IMPL_hold_viol=0
export IMPL_gp_congestion=0.8085
export IMPL_post_synth_top_area_cell="ha_1"
export IMPL_min_period_ns=2.322
export IMPL_dieWidth_um=80
export IMPL_crit_chain="clkdlybuf4s50_1 -> ha_1 -> nor4b_4 -> and4_1 -> dlygate4sd2_1"
export IMPL_p_per_area_mw_per_mm2=163.6
export IMPL_required_ns=1.92
export IMPL_p_clk_frac=0
export IMPL_top_cell_area_share=0.4408
export IMPL_avgSynthCellArea_sq_um=7.446
export IMPL_grt_pass1_vias=528
export IMPL_slowest_delay_ns=0.43
export IMPL_yosysUniqueCellTypes=22
export IMPL_routedWlPerCell_um=9.841
export IMPL_drc=0
export IMPL_drive_gt1_frac=0.3488
export IMPL_ys_cells=61
export IMPL_lay_top_cells="15 x dlygate4sd2_1, 10 x inv_1, 7 x inv_2, 7 x ha_1, 7 x ha_4"
export IMPL_fmax_mhz=430.6
export IMPL_status="completed"
export IMPL_intPower_mw=0.08264
export IMPL_setup_viol=0
export IMPL_chipArea_sq_mm=0.006400
export IMPL_maxSlewHeadroom=0.8508
export IMPL_slew_viol_final=0
export IMPL_yosysWarnings=0
export IMPL_clkbuf_count=0
export IMPL_ant_nets=0
export IMPL_register_area_sq_um=0
export IMPL_area_growth_pct=92.56
export IMPL_hold_depth=5
export IMPL_leakagePower_nw=0.4074
export IMPL_synthesis_area_sq_um=454.2
export IMPL_end_kind="output pin"
export IMPL_synth_seq_share=0
export IMPL_final_common_cell="dlygate4sd2_1"
export IMPL_setup_ws_ns=0.07793
export IMPL_path_class="primary input to output pin"
export IMPL_cpMaxStageDelayCell="clkdlybuf4s50_1"
export IMPL_drt_total_wl_um=1299
export IMPL_topCellsByArea="ha_1 44%, inv_1 14%, nand3b_1 5.0%, o2111ai_1 3.9%, o211ai_1 3.3%"
export IMPL_yosys_area_sq_um=454.2
export IMPL_worstSetupStartpointType="primary input"
export IMPL_p_switching_mw=0.06047
export IMPL_dp_cells=132
export IMPL_gr_total_overflow=0
export IMPL_arrival_ns=1.84
export IMPL_vias=473
export IMPL_flop_count=0
export IMPL_coreArea_sq_mm=0.003416
export IMPL_firstDrtPassIters=4
export IMPL_worstPathMaxFanout=2
export IMPL_hold_class="primary input to output pin"
export IMPL_maxCapViolCount=0
export IMPL_rsz0062_at_grt="no"
export IMPL_die_y_um=80
export IMPL_fp_util=0.1330
export IMPL_grt_pass1_wl_um=2270
[power by group through the flow]
| stage | sequential (mW) | clock [mW] | combinational (mW) |
|---|---|---|---|
| finish | 0 | 0 | 0.143 |
| global route | 0 | 0 | 0.162 |
| CTS | 0 | 0 | 0.136 |
[how the worst max path moves through the flow]
| stage | depth (start not counted) | to | slack (ns) | start |
|---|---|---|---|---|
| final | 5 | EQ | 0.08 | B[0] |
| after global routing | 7 | GT | 0.004 | B[0] |
| after CTS | 7 | GT | 0.001 | A[6] |
[kinds of logic (layout without fill, tap and decap cells)]
logic type                 count (synthesis)  count (layout)  share of synthesized area
and+or+nand+nor                           18              18                     0.2507
muxes                                      1               1                    0.02479
buffers and inverters                     17              42                     0.1405
AOI/OAI and AO/OA                          9               9                     0.1432
adders and majority gates                 16              16                     0.4408
[per-layer routing]
layer | track usage | routed length [um] | vias to the layer above
met5 | 0 | 0 | -
met1 | 0.05669 | 682 | 205
li1 | - | - | 258
met2 | 0.06822 | 562 | 10
met3 | 0.006818 | 54 | 0
met4 | 0 | 0 | 0
[worst max-delay path: cells and delay by family]
kind / cells / cell delay, ns
adders and majority gates: 1 / 0.29
buffers and inverters: 2 / 0.64
and+or+nand+nor: 2 / 0.43
[synthesized netlist by cell type, drive strengths merged]
library cell / n
o2111ai: 2
o311ai: 1
nand3b: 3
o21ai: 3
mux2: 1
nand3: 1
nor4b: 1
nand2b: 2
nor4: 2
inv: 17
and2: 1
o211ai: 2
nor3: 1
nand2: 1
o2bb2ai: 1
nor2: 2
or2: 1
and4: 1
or3b: 1
nor2b: 1
ha: 16
[metrics by stage]
stage | instance area, sq um | TNS (ns) | utilization | total power, mW | hold slack, ns
after floorplan | 454.2 | 0 | - | 0.05672 | 1.226
after global placement | 747.0 | -1.253 | 0.2187 | 0.1181 | 2.215
after detailed placement | 747.0 | -1.236 | 0.2187 | 0.1191 | 2.205
after CTS | 839.6 | 0 | 0.2458 | 0.1361 | 1.808
after global routing | 874.6 | 0 | 0.2560 | 0.1618 | 1.785
final | 874.6 | 0 | 0.2560 | 0.1431 | 1.696
[final cells by class]
type	count	area, sq um
fillers	382	2541
multi-input cells	44	534.3
inverters	17	63.81
repair buffers	25	219.0
well taps	46	57.56
[what timing repair did]
action | 4_1_cts | 5_1_grt
cloned | 0 | 0
pin swaps | 12 | 4
setup endpoints to repair | 3 | 3
resized | 37 | 9
hold buffers | 0 | 0
No activity file was given, so power comes from the tool's default toggle rates.
