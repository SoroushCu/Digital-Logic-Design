==> flow/design.v <==
`timescale 1ns/1ns
module Q18oway(input [7:0] A,B, output LT,GT);
   wire l,e,g;
   wire[6:0] lt,gt;
   assign{lg}=2'b00;
   Q1onebitcomp G1(.a(A[0]),.b(B[0]),.l(l),.g(g),.lt(lt[0]),.gt(gt[0])),
                G2(.a(A[1]),.b(B[1]),.l(lt[0]),.g(gt[0]),.lt(lt[1]),.gt(gt[1])),
                G3(.a(A[2]),.b(B[2]),.l(lt[1]),.g(gt[1]),.lt(lt[2]),.gt(gt[2])),
                G4(.a(A[3]),.b(B[3]),.l(lt[2]),.g(gt[2]),.lt(lt[3]),.gt(gt[3])),
                G5(.a(A[4]),.b(B[4]),.l(lt[3]),.g(gt[3]),.lt(lt[4]),.gt(gt[4])),
                G6(.a(A[5]),.b(B[5]),.l(lt[4]),.g(gt[4]),.lt(lt[5]),.gt(gt[5])),
                G7(.a(A[6]),.b(B[6]),.l(lt[5]),.g(gt[5]),.lt(lt[6]),.gt(gt[6])),
                G8(.a(A[7]),.b(B[7]),.l(lt[6]),.g(gt[6]),.lt(LT),.gt(GT));
endmodule
 `timescale 1ns/1ns
module Q1onebitcomp(input a ,b ,l,e,g, output lt,eq,gt);
   assign{lt,eq,gt}=(a>b) ? 3'b001:
                    (a<b) ? 3'b100:
                    (a==b) ? {l,e,g} : 3'bx;
endmodule
==> flow/run.sh <==
#!/bin/bash
# OpenROAD 26Q1-2900-gdf79404cd8, Yosys 0.63+post, stock flow scripts
make -C /OpenROAD-flow-scripts/flow DESIGN_CONFIG=/design/flow/config.mk WORK_HOME=/design/flow/orfs finish
==> flow/config.mk <==
export PLATFORM = sky130hd
export DESIGN_NAME = Q18oway
export DESIGN_NICKNAME = Q18oway
export VERILOG_FILES = /design/flow/design.v
export SDC_FILE = /design/flow/constraint.sdc
export NUM_CORES = 4
export LEC_CHECK = 1
export CORE_AREA = 10 10 70 70
export DIE_AREA = 0 0 80 80
==> flow/constraint.sdc <==
current_design Q18oway

set clk_period 2.4
set clk_io_pct 0.2

create_clock -name clk0 -period $clk_period

set non_clock_inputs [all_inputs -no_clocks]
set_input_delay [expr $clk_period * $clk_io_pct] -clock clk0 $non_clock_inputs
set_output_delay [expr $clk_period * $clk_io_pct] -clock clk0 [all_outputs]
==> run summary <==
flow finished, numbers: final std cells w/o fill 100, placement row count 21, Cell Type Count 14, number of cells after detailed placement 99, count of buffers inserted at the top-level ports 18, Die X-Extent 80 um, Static Leakage 0.277 nW, DIE AREA 0.00640 sq mm, maximum clock frequency 0.432 GHz, final period utilization 96.3%, Avg Vias per Cell 2.81, final sequential cell count 0, type of destination of the critical path output pin, weighted congestion at the end of routability-driven global placement 0.726, final setup violating endpoints 0, synthesized area per cell 7.54 sq um, max_slew headroom 84.5%, critical path type in -> out, gr ovfl total 0, count of vias placed by the detailed router 281, largest net degree at the start of global routing 4, I/O pin cnt 18, sequential cell area 0 sq um, number of clock buffer instances in the layout 0, type of the most critical hold path in -> out, number of violations of the max-capacitance limit 0, 1st-iter DRT viols 18, cell area after synthesis 264 sq um, capturing element of the worst setup path GT, layout cell share with drive strength beyond 1 31.5%, Routed met3 length 43 um, Final Hold Violating Endpoints 0, share of the synthesized area in the top cell type 42.7%, cell type with the largest total area after synthesis ha_1, final HPWL from detailed placement 735 um, routed wire length 836 um, number of standard cells after synthesis 35, Routed Antenna Nets 0, portion of the post-synthesis area used by sequential elements 0%, global-route wire length before repair 1.35 mm, Area Growth Syn to Fin 119%, Pre-Repair DR Iteration Count 2, highest signal layer in the routed design met3, Synth area leaders ha_1, inv_1, o221ai_1, status finished, final reports clean, routed length per placed instance 8.36 um, critical-path maximum fanout 2, count of warnings emitted by yosys 11, power density normalized to cell area 170 mW/mm^2, placeable core area 0.00342 sq mm, chip area in the Yosys report 264 sq um, top cells by instance count after synthesis ha_1, inv_1, nor2_1, Critical Path Source Type primary input, n_diodes 0, post-route minimum period 2310 ps, required time worst endpoint 1920 ps, peak supply drop 26.7 uV, setup TNS 0 ps, Global Route Usage Sum 2.56%, critical path data arrival time 1830 ps, Worst Setup SP B[5], number of cell instances after yosys synthesis 35, die height 80 um, vias in the first global route 284, floorplan-stage core utilization 7.73%, wl on met1 347 um, number of warning messages in the logs 34, Slew Viols, Final 0, antenna violations before repair 0, Residual DRC 0, total length of routed met2 wires 445 um, Worst-Margin Slew 232 ps
## worst min path at each step
stage / from / endpoint / slack [ps] / depth (start not counted)
after CTS: B[7] / GT / 1840 / 6
after global routing: B[6] / LT / 1670 / 6
final: B[6] / LT / 1610 / 6
## metal layers
| metal | vias to the layer above | GRT usage (%) |
|---|---|---|
| met5 | - | 0 |
| met4 | 0 | 0 |
| met3 | 0 | 0.568 |
| met2 | 7 | 4.82 |
| met1 | 116 | 3.03 |
| li1 | 158 | - |
## power breakdown
part | internal, W | switching, W
Combinational | 0.0000599 | 0.0000389
Sequential | 0 | 0
Clock | 0 | 0
## what timing repair did
action	4_1_cts	5_1_grt
setup buffers	1	0
pin swaps	5	7
gates resized	13	8
hold endpoints to repair	0	0
setup endpoints to repair	2	1
hold buffers	0	0
## final cells by class
class	instances	area, sq um
timing repair buffer	19	188
inverter	9	33.8
tap	46	57.6
multi-input combinational	26	300
fill	386	2840
## kinds of logic after synthesis
group | Yosys count | synth area share (%)
AOI/OAI and AO/OA | 6 | 19.0
muxes | 1 | 3.79
adders and majority gates | 9 | 42.7
and+or+nand+nor | 10 | 21.8
buffers and inverters | 9 | 12.8
## stage by stage
| step | util [%] | hold WS (ps) | area [sq um] | total power, W | setup slack [ps] |
|---|---|---|---|---|---|
| floorplan | - | 1210 | 264 | 0.0000399 | 697 |
| global placement | 14.7 | 2200 | 502 | 0.0000837 | -343 |
| detailed placement | 14.7 | 2190 | 502 | 0.0000856 | -369 |
| CTS | 16.1 | 1840 | 551 | 0.0000971 | 4.46 |
| global route | 17.0 | 1670 | 579 | 0.000113 | -17.4 |
| finish | 17.0 | 1610 | 579 | 0.0000988 | 87.9 |
## cells in the final DEF, fill, tap and decap left out
master	count
a21o_1	1
a21oi_1	2
a221oi_2	1
buf_2	2
buf_4	1
clkdlybuf4s50_1	12
dlymetal6s2s_1	4
ha_1	5
ha_4	4
inv_1	5
inv_2	4
mux2i_1	1
nand2_1	1
nand2b_4	1
nand3_2	1
nand3b_1	1
nor2_1	3
nor2_2	1
nor2b_1	2
o221ai_2	2
## worst max-delay path, stage by stage
cell,delay [ps]
clkdlybuf4s50_1,460
inv_1,40
ha_1,280
nand2_1,60
a221oi_2,210
buf_4,150
a21oi_1,40
buf_2,120
No activity file was given, so power comes from the tool's default toggle rates.
