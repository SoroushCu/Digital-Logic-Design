`flow/design.v`:
```
`timescale 1ns/1ns
module Q52bitMul(input [1:0] A,input [1:0] B, output [3:0] M);
   assign M[3]=(A[0] & A[1] & B[0] & B[1]);
   assign M[2]=((A[1] & ~A[0] & B[1]) | (A[1] & B[1] & ~B[0])); 
   assign M[1]=((A[1] & ~B[1] & B[0]) | (A[1] & ~A[0] & B[0]) | (~A[1] & A[0] & B[1])  | (A[0] & B[1] & ~B[0])); 
   assign M[0]=(A[0] & B[0]);
endmodule
`timescale 1ns/1ns
module Q54bitMul(input [3:0] A,input [3:0] B, output [7:0] M);
   logic [3:0]A0,A1,A2,A3,Add1;
   logic [5:0] Add2,Add3,Add4;
   Q52bitMul Mul1(.A(A[1:0]),.B(B[1:0]),.M(A0)),
             Mul2(.A(A[3:2]),.B(B[1:0]),.M(A1)),
             Mul3(.A(A[1:0]),.B(B[3:2]),.M(A2)),
             Mul4(.A(A[3:2]),.B(B[3:2]),.M(A3));
   assign Add1={0,0,A0[3:2]};
   assign Add2={0,0,A1+Add1};
   assign Add3={0,0,A2};
   assign Add4={A3,0,0};
   assign Add5=(Add3+Add4);
   assign M[7:2]=(Add2+Add5);
   assign M[1:0]=A0[1:0];
endmodule
```
`flow/constraint.sdc`:
```
current_design Q54bitMul

set clk_period 2.9
set clk_io_pct 0.2

create_clock -name clk0 -period $clk_period

set non_clock_inputs [all_inputs -no_clocks]
set_input_delay [expr $clk_period * $clk_io_pct] -clock clk0 $non_clock_inputs
set_output_delay [expr $clk_period * $clk_io_pct] -clock clk0 [all_outputs]
```
`flow/config.mk`:
```
export PLATFORM = sky130hd
export DESIGN_NAME = Q54bitMul
export DESIGN_NICKNAME = Q54bitMul
export VERILOG_FILES = /design/flow/design.v
export SDC_FILE = /design/flow/constraint.sdc
export NUM_CORES = 4
export LEC_CHECK = 1
export CORE_AREA = 10 10 70 70
export DIE_AREA = 0 0 80 80
```
`flow/run.sh`:
```
#!/bin/bash
# OpenROAD 26Q1-2900-gdf79404cd8, Yosys 0.63+post, stock flow scripts
make -C /OpenROAD-flow-scripts/flow DESIGN_CONFIG=/design/flow/config.mk WORK_HOME=/design/flow/orfs finish
```
==> summary.json <==
{
  "drc_errors": 0,
  "antenna_left": 0,
  "final_min_period_over_clock_period_pct": 104,
  "synthesis.instances": 35,
  "drive_above_1_share_pct": 71.2,
  "placed_cells": 103,
  "timing.critical_path.to_type": "primary output",
  "layout.core_utilization_pct": 20.4,
  "synth.lib_cells_used.distinct": 21,
  "dieWidth_um": 80,
  "grt_start_max_net_pins": 6,
  "post_layout_nonfiller_instances": 112,
  "finish.instance_area_um2": 696,
  "portBuffers": 14,
  "antenna_found_initial": 0,
  "ys_cells": 35,
  "most_common_cell": "sky130_fd_sc_hd__nand2_1",
  "timing.critical_path.from_type": "input port",
  "routed_via_density": 3.18,
  "placed_cell_areas_um2": 507,
  "status": "complete, but fails checks",
  "common_cells": "7 x sky130_fd_sc_hd__nand2_1, 4 x sky130_fd_sc_hd__ha_1, 3 x sky130_fd_sc_hd__xor2_1",
  "required_ns": 2.32,
  "grt_pass1_wl_um": 1900,
  "cell_area_after_technology_mapping_um2": 249,
  "place.detailed.hpwl_um": 802,
  "layout.clock_buffers": 0,
  "setup_slack_ns": -0.128,
  "static_power_due_to_leakage_uw": 0.000301,
  "netlist.area_leader.share_pct": 20.1,
  "ys_chip_area_um2": 249,
  "vias": 356,
  "hold-worst-slack_ns": 1.64,
  "die_height_um": 80,
  "ir_drop_mv": 0.0231,
  "area_delta_synth_final_pct": 179,
  "unrepaired_setup_endpoints_after_global_routing": "true",
  "post_synth.cell_area_avg_um2": 7.11,
  "synth.area.top_cells": "sky130_fd_sc_hd__ha_1 20%, sky130_fd_sc_hd__nand2_1 11%, sky130_fd_sc_hd__xor2_1 11%, sky130_fd_sc_hd__fa_1 8.0%, sky130_fd_sc_hd__and3_1 5.0%",
  "postSynthSeqShare_pct": 0,
  "timing.hold.worst_path_depth": 5,
  "yosys_warnings": 1,
  "fp_util_pct": 7.29,
  "worst-path-max-fanout": 3,
  "top_area_cell": "sky130_fd_sc_hd__ha_1",
  "power.density_nw_per_um2": 139,
  "diodes": 0,
  "globalRouteTotalUtil_pct": 3.59,
  "failed_checks": "setup timing",
  "fp.dieArea_um2": 6400,
  "area.sequential_um2": 0,
  "critPathArrivalTime_ns": 2.45,
  "cap_viol_max_count": 0,
  "hold_path_class": "input port to primary output",
  "max_freq_mhz": 330,
  "num_io_pins": 16,
  "layout_min_cycle_time_ns": 3.03,
  "via_count_of_the_first_global_routing_pass": 391,
  "place_congestion": 0.692,
  "slew_viol_final": 0,
  "post_drt_wl_per_cell_um": 9.79,
  "tool_warnings": 35,
  "grt_overflow_total": 0,
  "rows": 21,
  "postRouteWirelength_um": 1100,
  "seq_cell_count": 0,
  "detailedRoute.firstIterationViolations": 9,
  "first_pass_iters": 2,
  "hold_violations": 0,
  "final-setup-viol-count": 2,
  "fillCellCount": 367,
  "cts_hold_repair.buffers": 0,
  "core_area_um2": 3420,
  "critPathKind": "input port to primary output"
}
-- critical path, cell delays in order --
cell and delay, ns:
sky130_fd_sc_hd__buf_6 0.09, sky130_fd_sc_hd__and2_4 0.16, sky130_fd_sc_hd__and3_4 0.19, sky130_fd_sc_hd__fa_2 0.60
sky130_fd_sc_hd__buf_6 0.12, sky130_fd_sc_hd__nand2_4 0.04, sky130_fd_sc_hd__or4_4 0.40, sky130_fd_sc_hd__and3_4 0.16
sky130_fd_sc_hd__buf_6 0.10
-- power breakdown --
group,internal (µW),total (µW),switching (µW)
combinational,58.8,96.5,37.7
clock,0,0,0
sequential,0,0,0
total,58.8,96.5,37.7
-- layout by cell type (no fill, tap or decap), drive strengths merged --
master | synthesis | layout
buf | 1 | 26
nand2 | 8 | 8
clkdlybuf4s50 | 0 | 4
ha | 4 | 4
xor2 | 3 | 3
and3 | 2 | 2
a21oi | 2 | 2
and2 | 2 | 2
nand3 | 2 | 2
xnor2 | 1 | 1
nor2 | 1 | 1
inv | 1 | 1
and4 | 1 | 1
o211ai | 1 | 1
or4 | 1 | 1
a32oi | 1 | 1
a31oi | 1 | 1
or3 | 1 | 1
fa | 1 | 1
conb | 1 | 1
clkbuf | 0 | 1
dlygate4sd2 | 0 | 1
-- area by class of cell --
class / count / area [µm²] / share of cell area (%)
repair buffers: 32 / 269 / 38.7
inverters: 1 / 6.26 / 0.899
multi-input cells: 33 / 363 / 52.2
well taps: 46 / 57.6 / 8.27
-- final timing paths --
check,from,to,slack (ns)
max,A[0],M[5],-0.13
min,A[3],M[6],1.64
-- what timing repair did --
| item | 4_1_cts | 5_1_grt |
|---|---|---|
| setup endpoints to repair | 5 | 3 |
| setup buffers | 7 | 2 |
| pin swaps | 10 | 8 |
| gates resized | 53 | 17 |
-- per-layer routing --
metal	GRT usage (%)	vias to the layer above	wire length, µm
li1	-	184	-
met1	4.25	169	453
met3	0.341	0	34
met4	0	0	0
met2	7.06	3	609
met5	0	-	0
-- logic make-up after synthesis --
kind of cell	after synthesis	synth area share, %
AOI/OAI and AO/OA	5	13.1
xor gates and xnor gates	4	14.1
adders and majority gates	5	28.1
buffers and inverters	2	4.52
other	1	1.51
and+or+nand+nor	18	38.7
-- stage by stage --
step                      setup WS (ns)  power [µW]  TNS (ns)
after floorplan                   0.194        19.6         0
after global placement           -0.778        64.3     -2.74
after detailed placement         -0.811        64.8     -2.91
after CTS                       -0.0951        80.6   -0.0951
after global routing             -0.174         106    -0.315
final                            -0.128        96.5    -0.156
Power is estimated from default activity; no workload was simulated.
